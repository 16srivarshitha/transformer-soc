==> flow/design.v <==
module adder_8bit #(
    parameter WIDTH = 8  
) (
    input  logic [WIDTH-1:0] a,        
    input  logic [WIDTH-1:0] b,        
    input  logic             carry_in, 
    output logic [WIDTH-1:0] sum,      
    output logic             carry_out 
);
    logic [WIDTH:0] carry;
    assign carry[0] = carry_in;
    genvar i;
    generate
        for (i = 0; i < WIDTH; i++) begin : adder_stage
            full_adder fa (
                .a(a[i]),           
                .b(b[i]),           
                .carry_in(carry[i]), 
                .sum(sum[i]),       
                .carry_out(carry[i+1]) 
            );
        end
    endgenerate
    assign carry_out = carry[WIDTH];
endmodule
module full_adder(
    input logic a,
    input logic b,
    input logic carry_in,
    output logic sum,
    output logic carry_out
);
logic sum_ab;
logic carry_ab;
logic carry_sum;
half_adder ha1(
    .a(a),
    .b(b),
    .sum(sum_ab),
    .carry(carry_ab)
);
half_adder ha2(
    .a(sum_ab),
    .b(carry_in),
    .sum(sum),
    .carry(carry_sum)
);
assign carry_out = carry_ab | carry_sum;
endmodule
module half_adder (
    input logic a,
    input logic b,
    output logic sum,
    output logic carry
);
assign sum = a^b;
assign carry = a&b;
endmodule
==> flow/run.sh <==
#!/bin/bash
# OpenROAD 26Q1-2900-gdf79404cd8, Yosys 0.63+post, stock flow scripts
make -C /OpenROAD-flow-scripts/flow DESIGN_CONFIG=/design/flow/config.mk WORK_HOME=/design/flow/orfs finish
==> flow/config.mk <==
export PLATFORM = sky130hd
export DESIGN_NAME = adder_8bit
export DESIGN_NICKNAME = adder_8bit
export VERILOG_FILES = /design/flow/design.v
export SDC_FILE = /design/flow/constraint.sdc
export NUM_CORES = 4
export LEC_CHECK = 1
export CORE_AREA = 10 10 70 70
export DIE_AREA = 0 0 80 80
==> flow/constraint.sdc <==
current_design adder_8bit

set clk_period 10.2
set clk_io_pct 0.2

create_clock -name clk0 -period $clk_period

set non_clock_inputs [all_inputs -no_clocks]
set_input_delay [expr $clk_period * $clk_io_pct] -clock clk0 $non_clock_inputs
set_output_delay [expr $clk_period * $clk_io_pct] -clock clk0 [all_outputs]
==> qor.txt <==
Final Hold Slack - 5.12 ns
pin count of the biggest net entering global routing - 2
TritonRoute pass-1 iters - 1
Syn Area/Cell - 9.91 um^2
min-delay worst type - in -> out
Final Critical Period - 8.06 ns
clock buf count - 0
Worst Tran Pin Value - 0.0907 ns
internal power - 0.0000195 W
combinational power share - 100.0%
CP startpoint - a[0]
CP required - 8.16 ns
outcome - completed
Slew Limit Fails - 0
yosys stat cell total - 26
Post-synth seq share - 0%
Final setup viols - 0
top area contributor share - 62.1%
Max IR drop VDD - 0.0172 mV
Seq. cell area - 0 um^2
post-layout period usage - 79.0%
initial core utilization - 7.55%
drt first-iter violations - 0
Design Area, Final - 515 um^2
CTS resizes - 0
post-DP HPWL - 778 um
most frequent logic cell in the layout - clkdlybuf4s50_1
Critical Path End - sum[7]
Pwr Density - 51.0 nW/um^2
fillcell total - 394
CP Capture Type - output port
Switch Pwr - 0.00000675 W
Ys Warns - 0
chip width - 80 um
placed inst area - 515 um^2
switch share - 25.7%
routed via count - 217
leading area contributor after synthesis - fa_1
Worst slew margin - 93.9%
Flop pwr share - 0%
Area Growth Syn to Fin - 100%
clock power share - 0%
post-cts hold buffer count - 0
I/O Buffers - 26
GRT overflow - 0
Area contributors post-synth - fa_1 (62%), buf_4 (23%), inv_1 (15%)
Cell Type Count - 3
Global Route Usage Sum - 2.45%
vias in the first global route - 266
final WL - 772 um
die y size - 80 um
RSZ-0062 raised after global routing - no
global placer's final weighted congestion - 0.863
core area - 3420 um^2
initial antenna violation count - 0
synthesized area - 258 um^2
Max Clock Freq - 0.124 GHz
I/O Pins - 26
Max Cap Viol - 0
crit start category - input port
post-CTS setup repair buffer count - 0
tool warnings - 32
Pwr Total - 0.0000263 W
drt wl/cell - 8.58 um
share of layout cells above drive strength 1 - 0%
first-pass GRT wire length - 1260 um
DRC errors left - 0
worst setup path category - in -> out
most numerous logic cells after layout - clkdlybuf4s50_1 (26), inv_1 (10), fa_1 (8)
P_leak - 0.213 nW
Ant. Diodes - 0
final hold violations - 0
CP Max Fanout - 1
num rows - 21
Chip Area, Yosys - 258 um^2
flip-flops - 0
Crit path arrival time - 6.02 ns
die area - 6400 um^2
Fin Setup TNS - 0 ns
vias per std cell - 2.41
antenna violation net count after detailed routing - 0
cells after synthesis - 26
-- critical path: stages --
cell,delay (ns)
clkdlybuf4s50_1,0.41
inv_1,0.08
fa_1,0.17
inv_1,0.05
fa_1,0.37
fa_1,0.38
fa_1,0.38
fa_1,0.39
fa_1,0.39
fa_1,0.36
inv_1,0.07
fa_1,0.40
inv_1,0.06
clkdlybuf4s50_1,0.47
-- cells in the mapped netlist --
| library cell | n |
|---|---|
| inv_1 | 10 |
| buf_4 | 8 |
| fa_1 | 8 |
-- cells by family after synthesis --
group	synth area share [%]
adders and majority gates	62.1
buffers and inverters	37.9
-- per-layer routing --
layer,share of wire [%],GRT usage [%]
met3,38,3.30
met4,0,0
met2,23,2.89
met1,38,2.70
met5,0,0
-- per-stage QoR --
step | setup slack [ns] | std cells | util (%)
6_report | 2.14 | 90 | 15.1
3_3_place_gp | 2.13 | 90 | 15.1
4_1_cts | 2.11 | 90 | 15.1
3_5_place_dp | 2.12 | 90 | 15.1
5_1_grt | 1.91 | 90 | 15.1
2_1_floorplan | 3.02 | 26 | -
-- power groups by stage --
stage	Combinational [W]	Clock [W]	Sequential, W
after CTS	0.0000274	0	0
final	0.0000263	0	0
after global routing	0.0000308	0	0
-- area by class of cell --
type	count	area, um^2	share of cell area [%]
multi-input cells	8	160	31.1
well taps	46	57.6	11.2
inverters	10	37.5	7.28
repair buffers	26	260	50.5
-- worst min path at each step --
| stage | startpoint | endpoint | slack [ns] | depth (start not counted) |
|---|---|---|---|---|
| 4_1_cts | carry_in | sum[0] | 5.14 | 5 |
| 5_1_grt | carry_in | sum[0] | 5.16 | 5 |
| 6_report | carry_in | sum[0] | 5.12 | 5 |
Power and IR drop assume default switching activity.
