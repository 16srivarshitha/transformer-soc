File: ./constraint.sdc
current_design register_8bit

set clk_period 1.5
set clk_io_pct 0.2

create_clock -name clk0 -period $clk_period [get_ports {clk}]

set non_clock_inputs [all_inputs -no_clocks]
set_input_delay [expr $clk_period * $clk_io_pct] -clock clk0 $non_clock_inputs
set_output_delay [expr $clk_period * $clk_io_pct] -clock clk0 [all_outputs]
File: ./design.v
`timescale 1ns/1ps
module register_8bit #(
    parameter WIDTH = 8
) (
    input  logic             clk,
    input  logic             rst_n,
    input  logic             en,         
    input  logic [WIDTH-1:0] d,
    output logic [WIDTH-1:0] q
);
    always_ff @(posedge clk or negedge rst_n) begin
        if (!rst_n)
            q <= '0;   
        else if (en)
            q <= d;    
    end
endmodule
File: ./run.sh
#!/bin/bash
# OpenROAD 26Q1-2900-gdf79404cd8, Yosys 0.63+post, stock flow scripts
make -C /OpenROAD-flow-scripts/flow DESIGN_CONFIG=/design/flow/config.mk WORK_HOME=/design/flow/orfs finish
File: ./config.mk
export PLATFORM = sky130hd
export DESIGN_NAME = register_8bit
export DESIGN_NICKNAME = register_8bit
export VERILOG_FILES = /design/flow/design.v
export SDC_FILE = /design/flow/constraint.sdc
export NUM_CORES = 4
export LEC_CHECK = 1
export CORE_AREA = 10 10 70 70
export DIE_AREA = 0 0 80 80
==> ci_impl_report.md <==
### Flow metrics

| Metric | Value |
|---|---|
| Total vias in the final route | `218` |
| RD Place Congestion | `between 0.7 and 0.8` |
| Netlist cell types | `3` |
| Power density over the cells | `roughly 870 nW/um2` |
| Crit-path max FO | `2` |
| Ys Warns | `1` |
| Number of I/O pins | `19` |
| Ant diodes | `0` |
| Initial DRC count | `7` |
| Regs by FF count | `q: 8 flops` |
| # resized after CTS | `0` |
| Total CTS buffers | `3` |
| Max incr delay on CP | `about 480 ps` |
| CP cell instances | `clkdlybuf4s50_1` |
| Startpoint types | `flop` |
| Initial Util | `0.09707` |
| Drt wl/cell | `around 11 um` |
| DRC | `0` |
| RSZ-0062 raised after global routing | `no` |
| Max_slew headroom | `0.7508` |
| Antenna-violating nets left | `0` |
| Hold/Removal Path Class | `input port to async pin` |
| Total GRT Usage | `0.03071` |
| Total leakage power | `about 0.26 nW` |
| Final Max Tran Viols | `0` |
| Final setup violation count | `0` |
| IO Port Bufs | `18` |
| Chip area | `between 6000 and 7000 um2` |
| Switch share | `0.1989` |
| Initial antenna violation count | `0` |
| H-tree levels | `1` |
| Pint | `0.0004247 W` |
| Maximum vdd ir drop | `between 0.2 and 0.3 mV` |
| Tcrit/Tclk final | `0.9214` |
| Clock share of power | `0.303` |
| CP Depth | `1` |
| Clock tree from TritonCTS | `built` |
| Path depth of the worst reg2reg path | `1` |
| Share of layout cells above drive strength 1 | `0.3333` |
| Post-synth area from yosys stat | `331.6 um2` |
| # Cells Yosys | `17` |
| Sequential share of power | `0.473` |
| Vias in the first global route | `about 240` |
| Die H | `around 80 um` |
| Num rows | `21` |
| Insertion Delay late pin | `250 ps` |
| CP Capture Type | `output port` |
| Register area share after synthesis | `0.6038` |
| Pre-CTS setup slack | `slightly above 100 ps` |
| CP top delay family | `buffers and inverters` |
| Setup TNS | `0 ps` |
| Cell Area, Synth | `roughly 330 um2` |
| Crit path DAT | `approximately 1100 ps` |
| Post-cts hold buffer count | `0` |
| Largest net degree at the start of global routing | `9` |
| Final hold viol count | `0` |
| Setup Buffers After CTS | `0` |
| Seq cells post-synth | `8` |
| Root buffer cell | `clkbuf_4` |
| Cells after synthesis | `17` |
| Clock Skews | `0 ps` |
| Final worst slack | `approximately 120 ps` |
| DR pass1 iterations | `2` |
| Minimum clock period | `around 1400 ps` |
| Grt ovf | `0` |
| Chip width | `80 um` |
| Wirelength, routed | `910 um` |
| Run status | `completed` |
| Gate power share | `0.224` |
| First-pass GRT wire length | `1428 um` |
| Req. time, crit path | `around 1200 ps` |
| CP Class | `flop to output port` |
| CP bufs+invs | `1` |
| Max FFs per register | `8` |
| Synth Area per Inst | `about 20 um2` |
| Least-Margin Pin Slew | `372.7 ps` |
| CTS Sinks | `8` |
| Area delta synth->final | `83.40%` |
| Clock-pin slew on the worst setup and hold paths | `50 ps` |
| MaxCap Viol Count | `0` |
| Slowest CP cell | `clkdlybuf4s50_1` |
| Vias per cell | `approximately 2.6` |
| P_sw | `approximately 0.00011 W` |
| Core ar. | `3416 um2` |
| Log Warnings | `28` |
| Clock Tree Buf Depth | `2` |
| Fmax | `~0.72 GHz` |
| Biggest register | `q` |
-- logic make-up after synthesis --
logic type             synth area share
muxes                            0.3623
DFF                              0.6038
buffers and inverters           0.03396
-- cells in the mapped netlist, drive strengths merged --
cell type,number,area [um2]
buf,1,11.26
dfrtp,8,200.2
mux2,8,120.1
-- path summary, 6_finish.rpt --
kind                       slack (ps)        startpoint               end
setup / recovery                  120  q[4]$_DFFE_PN0P_              q[4]
setup reg to reg                  730  q[3]$_DFFE_PN0P_  q[3]$_DFFE_PN0P_
hold reg to reg                   510  q[1]$_DFFE_PN0P_  q[1]$_DFFE_PN0P_
min in group clk0                 510  q[1]$_DFFE_PN0P_  q[1]$_DFFE_PN0P_
max in group asynchronous         900             rst_n  q[1]$_DFFE_PN0P_
hold / removal                    330             rst_n  q[4]$_DFFE_PN0P_
-- cells in the final DEF (no fill, tap or decap) --
cell,n
mux2_4,8
clkdlybuf4s50_1,18
buf_12,1
buf_4,1
clkbuf_4,3
dfrtp_1,8
-- power by group through the flow --
stage     sequential (W)  clock [W]  combinational (W)
4_1_cts         0.000251   0.000167           0.000122
5_1_grt         0.000253   0.000184           0.000129
6_report        0.000251   0.000160           0.000119
-- final cells by class --
class	count	area, um2
clock buffers	3	22.52
multi-input cells	8	120.1
flip-flops and latches	8	200.2
fillers	384	2808
well taps	46	57.56
repair buffers	20	207.7
-- metal layers --
| metal | track usage | wire length [um] | vias up |
|---|---|---|---|
| li1 | - | - | 105 |
| met1 | 0.04178 | 445 | 98 |
| met4 | 0.001761 | 0 | 0 |
| met3 | 0.02500 | 129 | 0 |
| met5 | 0 | 0 | - |
| met2 | 0.03772 | 334 | 15 |
-- through the flow --
stage	power [W]	cell area, um2	std cells	utilization	hold slack, ps
floorplan	0.0002877	331.6	17	-	4.409
global placement	0.0003751	585.6	82	0.1714	504.3
detailed placement	0.0003761	585.6	82	0.1714	491.4
CTS	0.0005408	608.1	85	0.1780	333.5
global route	0.0005657	608.1	85	0.1780	345.6
finish	0.0005302	608.1	85	0.1780	330.7
Power and IR drop assume default switching activity.
